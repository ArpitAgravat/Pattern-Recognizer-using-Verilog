$ cat flow/config.mk
export PLATFORM = sky130hd
export DESIGN_NAME = ControllerModule
export DESIGN_NICKNAME = ControllerModule
export VERILOG_FILES = /design/flow/design.v
export SDC_FILE = /design/flow/constraint.sdc
export NUM_CORES = 4
export LEC_CHECK = 1
export CORE_AREA = 10 10 110 110
export DIE_AREA = 0 0 120 120
$ cat flow/constraint.sdc
current_design ControllerModule

set clk_period 2.7
set clk_io_pct 0.2

create_clock -name clk0 -period $clk_period [get_ports {clk}]

set non_clock_inputs [all_inputs -no_clocks]
set_input_delay [expr $clk_period * $clk_io_pct] -clock clk0 $non_clock_inputs
set_output_delay [expr $clk_period * $clk_io_pct] -clock clk0 [all_outputs]
$ cat flow/design.v
module ControllerModule(
    input wire clk,
    input wire rst,
    input wire [7:0] user_input,
    output wire email_detected,
    output wire date_detected,
    output wire mobile_detected,
    output wire postal_code_detected
);
    wire [7:0] ascii_output;
    wire input_ready;
    wire fsm_ready;
    InputModule input_module (
        .clk(clk),
        .rst(rst),
        .user_input(user_input),
        .ascii_output(ascii_output),
        .input_ready(input_ready),
        .fsm_ready(fsm_ready)
    );
    FSMModule fsm_module (
        .clk(clk),
        .rst(rst),
        .ascii_input(ascii_output),
        .input_valid(input_ready),
        .email_detected(email_detected),
        .date_detected(date_detected),
        .mobile_detected(mobile_detected),
        .postal_code_detected(postal_code_detected),
        .fsm_ready(fsm_ready)
    );
endmodule
module FSMModule(
    input wire clk,
    input wire rst,
    input wire [7:0] ascii_input,
    input wire input_valid,
    output reg email_detected,
    output reg date_detected,
    output reg mobile_detected,
    output reg postal_code_detected,
    output reg fsm_ready
);
    reg [2:0] state;
    localparam IDLE = 3'b000,
               EMAIL = 3'b001,
               MOBILE = 3'b010,
               DATE = 3'b011,
               POSTAL = 3'b100,
               ERROR_STATE = 3'b101;
    initial begin
        email_detected = 0;
        date_detected = 0;
        mobile_detected = 0;
        postal_code_detected = 0;
        fsm_ready = 1;
    end
    always @(posedge clk or posedge rst) begin
        if (rst) begin
            state <= IDLE;
            email_detected <= 0;
            date_detected <= 0;
            mobile_detected <= 0;
            postal_code_detected <= 0;
            fsm_ready <= 1;  
        end else if (input_valid && fsm_ready) begin
            fsm_ready <= 0;  
            case (state)
                IDLE: begin
                    if (ascii_input == 8'd64) begin  
                        state <= EMAIL;
                    end else if (ascii_input >= 8'd48 && ascii_input <= 8'd57) begin  
                        state <= MOBILE;
                    end else if (ascii_input == 8'd47 || ascii_input == 8'd45) begin  
                        state <= DATE;
                    end else if ((ascii_input >= 8'd65 && ascii_input <= 8'd90) || 
                                 (ascii_input >= 8'd97 && ascii_input <= 8'd122)) begin  
                        state <= POSTAL;
                    end else begin
                        state <= ERROR_STATE;
                    end
                end
                EMAIL: begin
                    if (ascii_input == 8'd46) begin  
                        email_detected <= 1;
                        state <= IDLE;
                    end else if (ascii_input != 8'd64 && ascii_input != 8'd46) begin
                        state <= EMAIL;
                    end else begin
                        state <= ERROR_STATE;
                    end
                end
                MOBILE: begin
                    if (ascii_input >= 8'd48 && ascii_input <= 8'd57) begin  
                        mobile_detected <= 1;
                        state <= IDLE;
                    end else begin
                        state <= ERROR_STATE;
                    end
                end
                DATE: begin
                    if (ascii_input == 8'd47 || ascii_input == 8'd45) begin  
                        date_detected <= 1;
                        state <= IDLE;
                    end else begin
                        state <= ERROR_STATE;
                    end
                end
                POSTAL: begin
                    if ((ascii_input >= 8'd48 && ascii_input <= 8'd57) || ascii_input == 8'd45) begin  
                        postal_code_detected <= 1;
                        state <= IDLE;
                    end else begin
                        state <= ERROR_STATE;
                    end
                end
                ERROR_STATE: begin
                    state <= IDLE;
                end
                default: begin
                    state <= IDLE;
                end
            endcase
        end else begin
            fsm_ready <= 1;  
        end
    end
endmodule
module InputModule(
    input wire clk,
    input wire rst,
    input wire [7:0] user_input,  
    output reg [7:0] ascii_output,
    output reg input_ready,
    input wire fsm_ready
);
    reg new_data_available;
    always @(posedge clk or posedge rst) begin
        if (rst) begin
            ascii_output <= 8'b0;
            input_ready <= 0;
            new_data_available <= 0;
        end else if (fsm_ready && new_data_available) begin
            input_ready <= 1;
            new_data_available <= 0;  
        end else if (!new_data_available) begin
            ascii_output <= user_input;
            new_data_available <= 1;  
        end else begin
            input_ready <= fsm_ready ? 0 : input_ready;
        end
    end
endmodule
$ cat flow/run.sh
#!/bin/bash
# OpenROAD 26Q1-2900-gdf79404cd8, Yosys 0.63+post, stock flow scripts
make -C /OpenROAD-flow-scripts/flow DESIGN_CONFIG=/design/flow/config.mk WORK_HOME=/design/flow/orfs finish
==> reports/metrics.yaml <==
clock_network:
  tritoncts_clock_tree: "built"
  htreeDepth: 1
  postCtsHoldBufs: 0
  cts.reportedPaths.clkPinSlew_ns: 0.07
  postCtsSetupRepairBufs: 0
  cts-root-buf: "sky130_fd_sc_hd__clkbuf_8"
  ctsResizeCount: 0
  numCtsBuffers: 3
  clock_sinks: 21
  insertion_delay_at_the_late_pin_of_the_worst_skew_pair_ns: 0.25
  cts_max_path_buffers: 2
synth:
  yosys-top-cells-count: "sky130_fd_sc_hd__dfrtp_1, sky130_fd_sc_hd__mux2_2, sky130_fd_sc_hd__nor2_1"
  synth_cell_types: 35
  ys.flop_type: "sky130_fd_sc_hd__dfrtp_1"
  ys_area_sq_um: 953
  synth.logic.top_family: "AND-OR/OR-AND gates"
  synth.yosys.warnings: 2
  synth.yosys.num_cells: 83
  synthesis.area_sq_um: 953
  netlist_top_cells_area: "sky130_fd_sc_hd__dfrtp_1, sky130_fd_sc_hd__mux2_2, sky130_fd_sc_hd__dfstp_2, sky130_fd_sc_hd__or4_4, sky130_fd_sc_hd__nor2_1"
  ys_seq_share_pct: 55.4
  ys_ff: 21
  avgSynthCellArea_sq_um: 11.5
  async_set_or_reset_register_ratio_after_synthesis_pct: 100
  yosysTopAreaCell: "sky130_fd_sc_hd__dfrtp_1"
  synthAdderAreaFrac_pct: 0
  yosysMostFrequentCell: "sky130_fd_sc_hd__dfrtp_1"
  synth-edff-count: 0
  synth.top_cell.area_share_pct: 49.9
  aoi_share_pct: 16.5
  xor_area_share_pct: 0
  ys_sh_simple_pct: 16.3
  synthCells: 83
  post_synth_mux_area_share_pct: 9.45
hold_path:
  worstHoldPathCells: 1
  holdCritPathClass: "register to register"
  min_to: "input_module.input_ready"
  min-delay-start: "input_module.input_ready"
floorplanning:
  fp_util_pct: 9.75
  horizontal_die_dimension_um: 120
  chipArea_sq_um: 14400
  floorplan.die.height_um: 120
  core.rowCount: 36
  count_of_boundary_i_o_pins: 14
  coreArea_sq_um: 9770
cells_and_area:
  finalNonFillerCells: 230
  areaGrowthSynthToFinish_pct: 34.6
  post-route-util_pct: 13.1
  post_route_cells_drive_above_1_share_pct: 18.6
global_routing:
  grt_overflow: 0
  initial_antenna_violation_count: 0
  grt_max_degree: 22
  first_pass_grt_wire_length_um: 3500
  globalRouteTotalUtil_pct: 2.94
  via_count_of_the_first_global_routing_pass: 706
drt:
  route.detailed.vias_per_inst: 2.97
  via_count: 683
  insertedDiodeCount: 0
  route.detailed.drc: 0
  finalWirelength_um: 2020
  total_iterations_of_the_first_detailed_routing_run: 4
  drt_iter0_markers: 16
  routedWlPerCell_um: 8.79
  detail-route-antenna-nets: 0
final_timing:
  post-route-min-period_ns: 1.87
  holdWs_ns: 0.462
  final-max-slew-violation-count: 0
  relative_max_transition_margin_pct: 49.6
  grt_setup_unrepaired: "false"
  skew_ns: 0.00114
  total_negative_slack_ns: 0
  timing_worst_slew_pin_value_ns: 0.755
  maxClockFrequency_ghz: 0.535
  period_used_pct: 69.3
  hold_viol_final: 0
  timing.final.setup_violations: 0
setup_path:
  critical_path_peak_fanout: 6
  worst_r2r_endpoint: "fsm_module.state[4]"
  worstPathArrival_ns: 2.00
  critical_path.reg2reg.startpoint: "input_module.ascii_output[3]"
  category_of_the_worst_setup_path_capture_point: "register"
  path_class: "register to register"
  worst-r2r-cell-count: 4
  worstPathRequired_ns: 2.83
  timing.critical_path.from_type: "register"
  r2r_slack_ns: 0.83
run:
  stage_log_warnings: 25
  drv.max_cap_violation_count: 0
placed_design:
  placed_cells_incl_taps: 226
  count_of_input_and_output_buffers: 13
  dp.final_hpwl_um: 1580
  final_estimated_routing_congestion_in_global_placement: 0.811
pwr:
  static_power_due_to_leakage_nw: 0.491
  power.ir.vdd_worst_v: 0.000149
  power.density_cell_area_nw_per_um2: 436
run_status:
  status: "completed"
==> per-layer routing <==
layer	global-route usage, %	wire length (um)	vias up
li1	-	-	342
met2	4.37	847	24
met3	1.38	203	2
met5	0	0	-
met1	3.97	959	315
met4	0.226	10	0
==> through the flow <==
step | worst slack (ns) | instance area, sq um | total power, mW
2_1_floorplan | 0.888 | 953 | 0.350
3_3_place_gp | 0.851 | 1240 | 0.371
3_5_place_dp | 0.819 | 1240 | 0.371
4_1_cts | 0.813 | 1280 | 0.573
5_1_grt | 0.711 | 1280 | 0.594
6_report | 0.829 | 1280 | 0.560
==> worst max path at each step <==
stage | startpoint | end | slack (ns)
5_1_grt | input_module.ascii_output[3] | fsm_module.state[4] | 0.71
6_report | input_module.ascii_output[3] | fsm_module.state[4] | 0.83
4_1_cts | input_module.ascii_output[3] | fsm_module.state[4] | 0.81
==> layout by cell type (no fill, tap or decap), drive strengths merged <==
cell and instances:
o41ai 1, and2 1, o31ai 1, a221o 1
a211oi 1, nor3 1, nor2 7, a21oi 1
o22ai 1, a31o 1, clkbuf 4, a21o 2
o32a 1, or3b 2, inv 3, dfrtp 19
mux2 8, nand3 1, a32o 1, a31oi 1
nor2b 1, o311ai 2, nand2b 2, o21ai 4
a2bb2oi 1, nand4 1, clkdlybuf4s50 13, nand2 6
dfstp 2, nor4 1, or4 4, a22o 1
o211ai 1
==> final cells by class <==
cell class / count / area (sq um)
Multi-Input combinational cell: 56 / 403
Fill cell: 1108 / 8490
Tap cell: 133 / 166
Sequential cell: 21 / 528
Inverter: 3 / 11.3
Timing Repair Buffer: 13 / 130
Clock buffer: 4 / 45.0
==> cell families (layout without fill, tap and decap cells) <==
family	count (synthesis)	after routing
buffers and inverters	6	20
and+or+nand+nor	27	27
DFF	21	21
AOI/OAI and AO/OA	21	21
muxes	8	8
==> registers in the layout (all words and copies together) (netlist names) <==
register,cells
fsm_module.date_detected,1
fsm_module.email_detected,1
fsm_module.fsm_ready,1
fsm_module.mobile_detected,1
fsm_module.postal_code_detected,1
fsm_module.state,6
input_module.ascii_output,8
input_module.input_ready,1
input_module.new_data_available,1
==> report_power, final <==
part / internal, mW / switching [mW] / total (mW)
sequential: 0.321 / 0.00871 / 0.329
combinational: 0.0201 / 0.0146 / 0.0347
clock: 0.105 / 0.0909 / 0.196
total: 0.446 / 0.114 / 0.560
==> worst max-delay path, stage by stage, from the launching register on <==
cell and delay (ns):
sky130_fd_sc_hd__dfrtp_1 0.42, sky130_fd_sc_hd__or4_4 0.55, sky130_fd_sc_hd__or4_4 0.50, sky130_fd_sc_hd__a31oi_1 0.18
sky130_fd_sc_hd__o211ai_1 0.09
Power figures rest on the tool's default switching activity, not on a simulated workload.
